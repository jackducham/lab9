## flow/config.mk

```make
export PLATFORM = sky130hd
export DESIGN_NAME = reg_file
export DESIGN_NICKNAME = reg_file
export VERILOG_FILES = /design/flow/design.v
export SDC_FILE = /design/flow/constraint.sdc
export NUM_CORES = 4
export LEC_CHECK = 1
export CORE_UTILIZATION = 30
export SYNTH_HDL_FRONTEND = slang
```

## flow/constraint.sdc

```tcl
current_design reg_file

set clk_period 8.7
set clk_io_pct 0.2

create_clock -name clk0 -period $clk_period [get_ports {Clk}]

set non_clock_inputs [all_inputs -no_clocks]
set_input_delay [expr $clk_period * $clk_io_pct] -clock clk0 $non_clock_inputs
set_output_delay [expr $clk_period * $clk_io_pct] -clock clk0 [all_outputs]
```

## flow/design.v

```verilog
module mux16
    #(parameter width = 32)
    (input logic [width-1:0] d0, d1, d2, d3, d4, d5, d6, d7, d8, d9, d10, d11, d12, d13, d14, d15,
	  input logic [3:0] s,
     output logic [width-1:0] y);
     always_comb
	  begin
			unique case (s)
				4'b0000: y = d0;
				4'b0001: y = d1;
				4'b0010: y = d2;
				4'b0011: y = d3;
				4'b0100: y = d4;
				4'b0101: y = d5;
				4'b0110: y = d6;
				4'b0111: y = d7;
				4'b1000: y = d8;
				4'b1001: y = d9;
				4'b1010: y = d10;
				4'b1011: y = d11;
				4'b1100: y = d12;
				4'b1101: y = d13;
				4'b1110: y = d14;
				4'b1111: y = d15;
        endcase
     end
endmodule
module reg_file
(
	input logic Clk, Reset, LD_REG,
	input logic [3:0] ADDR,
	input logic [32:0] INPUT,
	output logic[16:0] out_en_first, out_en_last,
	output logic [32:0] OUTPUT
);
	logic LD_REG0, LD_REG1, LD_REG2, LD_REG3, LD_REG4, LD_REG5, LD_REG6, LD_REG7, 
			LD_REG8, LD_REG9, LD_REG10, LD_REG11, LD_REG12, LD_REG13, LD_REG14, LD_REG15;
	logic [32:0] reg0, reg1, reg2, reg3, reg4, reg5, reg6, reg7, reg8, reg9, reg10, reg11, reg12, reg13, reg14, reg15;
	register32 AES_KEY0(.Clk(Clk),.Reset(Reset),.Load(LD_REG0),.D(INPUT),.Data_Out(reg0));
	register32 AES_KEY1(.Clk(Clk),.Reset(Reset),.Load(LD_REG1),.D(INPUT),.Data_Out(reg1));
	register32 AES_KEY2(.Clk(Clk),.Reset(Reset),.Load(LD_REG2),.D(INPUT),.Data_Out(reg2));
	register32 AES_KEY3(.Clk(Clk),.Reset(Reset),.Load(LD_REG3),.D(INPUT),.Data_Out(reg3));
	register32 AES_MSG_EN0(.Clk(Clk),.Reset(Reset),.Load(LD_REG4),.D(INPUT),.Data_Out(reg4));
	register32 AES_MSG_EN1(.Clk(Clk),.Reset(Reset),.Load(LD_REG5),.D(INPUT),.Data_Out(reg5));
	register32 AES_MSG_EN2(.Clk(Clk),.Reset(Reset),.Load(LD_REG6),.D(INPUT),.Data_Out(reg6));
	register32 AES_MSG_EN3(.Clk(Clk),.Reset(Reset),.Load(LD_REG7),.D(INPUT),.Data_Out(reg7));
	register32 AES_MSG_DE0(.Clk(Clk),.Reset(Reset),.Load(LD_REG8),.D(INPUT),.Data_Out(reg8));
	register32 AES_MSG_DE1(.Clk(Clk),.Reset(Reset),.Load(LD_REG9),.D(INPUT),.Data_Out(reg9));
	register32 AES_MSG_DE2(.Clk(Clk),.Reset(Reset),.Load(LD_REG10),.D(INPUT),.Data_Out(reg10));
	register32 AES_MSG_DE3(.Clk(Clk),.Reset(Reset),.Load(LD_REG11),.D(INPUT),.Data_Out(reg11));
	register32 UNNAMED0(.Clk(Clk),.Reset(Reset),.Load(LD_REG12),.D(INPUT),.Data_Out(reg12));
	register32 UNNAMED1(.Clk(Clk),.Reset(Reset),.Load(LD_REG13),.D(INPUT),.Data_Out(reg13));
	register32 AES_START(.Clk(Clk),.Reset(Reset),.Load(LD_REG14),.D(INPUT),.Data_Out(reg14));
	register32 AES_DONE(.Clk(Clk),.Reset(Reset),.Load(LD_REG15),.D(INPUT),.Data_Out(reg15));
	mux16 OUTPUT_SELECT(.d0(reg0),.d1(reg1),.d2(reg2),.d3(reg3),.d4(reg4),.d5(reg5),.d6(reg6),.d7(reg7),.d8(reg8),.d9(reg9),
							  .d10(reg10),.d11(reg11),.d12(reg12),.d13(reg13),.d14(reg14),.d15(reg15),.s(ADDR),.y(OUTPUT));
	assign out_en_first = reg4[31:16];
	assign out_en_last = reg7[15:0];
	always_comb
	begin
		LD_REG0 = 1'b0;
		LD_REG1 = 1'b0;
		LD_REG2 = 1'b0;
		LD_REG3 = 1'b0;
		LD_REG4 = 1'b0;
		LD_REG5 = 1'b0;
		LD_REG6 = 1'b0;
		LD_REG7 = 1'b0;
		LD_REG8 = 1'b0;
		LD_REG9 = 1'b0;
		LD_REG10 = 1'b0;
		LD_REG11 = 1'b0;
		LD_REG12 = 1'b0;
		LD_REG13 = 1'b0;
		LD_REG14 = 1'b0;
		LD_REG15 = 1'b0;
		if(LD_REG)
		begin
			case (ADDR)
				4'b0000: LD_REG0 = 1'b1;
				4'b0001: LD_REG1 = 1'b1;
				4'b0010: LD_REG2 = 1'b1;
				4'b0011: LD_REG3 = 1'b1;
				4'b0100: LD_REG4 = 1'b1;
				4'b0101: LD_REG5 = 1'b1;
				4'b0110: LD_REG6 = 1'b1;
				4'b0111: LD_REG7 = 1'b1;
				4'b1000: LD_REG8 = 1'b1;
				4'b1001: LD_REG9 = 1'b1;
				4'b1010: LD_REG10 = 1'b1;
				4'b1011: LD_REG11 = 1'b1;
				4'b1100: LD_REG12 = 1'b1;
				4'b1101: LD_REG13 = 1'b1;
				4'b1110: LD_REG14 = 1'b1;
				4'b1111: LD_REG15 = 1'b1;
			endcase
		end
   end
endmodule
module register32(
        input logic Clk, Reset, Load,
        input logic [32:0] D,
        output logic [32:0] Data_Out);
	logic [32:0] out;
    always_ff @(posedge Clk) 
	 begin
        if (Reset)
			begin
            out <= 32'h0;
			end
        else if (Load)
			begin
            out <= D;
			end
        else
            out <= out;
    end
	 assign Data_Out = out;
endmodule
```

## flow/run.sh

```bash
#!/bin/bash
# OpenROAD 26Q1-2900-gdf79404cd8, Yosys 0.63+post, stock flow scripts
make -C /OpenROAD-flow-scripts/flow DESIGN_CONFIG=/design/flow/config.mk WORK_HOME=/design/flow/orfs finish
```

==> results.yml <==
# yosys + openroad results
outcome:
  status: "finished, final reports clean"
place:
  placement.cell_area_mm2: 0.02346
  dpl_worst_slack_ns: 1.808
  portBuffers: 102
  placed_cells_incl_taps: 3687
  finalWeightedCongestion: 0.8816
  dp_hpwl_um: 46910
logic_synthesis:
  synth_cells: 2895
  synth.cellmix.xorXnorShare_pct: 0
  yosys-dominant-comb-family: "AND-OR/OR-AND gates"
  synth.yosys.num_cells: 2895
  yosysTopAreaCell: "dfxtp_1"
  yosys-stat-area_mm2: 0.02225
  synth_cell_types: 53
  top_cell_area_share_pct: 46.06
  synth_dominant_cell_count: "nand2_1"
  synth_async_sr_flop_share_pct: 0
  synth_area_per_cell_um2: 7.687
  top_cells_by_area: "dfxtp_1, nand2_1, a21oi_1, clkbuf_1, a22oi_1"
  synth.top_cells.by_count: "nand2_1, a21oi_1, dfxtp_1"
  synthAoiAreaFrac_pct: 22.67
  netlist_area_mm2: 0.02225
  ys.flop_type: "dfxtp_1"
  synth-warning-count: 0
  synth_flops: 512
  yosys.stat.seqShare_pct: 46.06
  synth.cellmix.simpleShare_pct: 20.62
  edf_count: 0
  synth.mux.area_fraction_pct: 3.346
  synth.cellmix.adderShare_pct: 0
clock_tree:
  postCtsSetupBuffers: 0
  cts.reportedPaths.clkPinSlew_ns: 0.06
  worst_skew_pair.late_latency_ns: 0.59
  clock_path_buffers: 3
  cts_tree: "done"
  cts-resized-gates: 0
  cts_max_level: 2
  number_of_clock_buffers_inserted_by_tritoncts: 50
  cts_root_buffer: "clkbuf_16"
  tritoncts_num_sinks: 512
  cts-hold-fix-buffers: 0
min_path:
  min_from: "AES_MSG_EN0.Data_Out[13]$_SDFFE_PP0P_"
  hp-class: "reg -> reg"
  timing.hold.worst_path_depth: 2
  holdPathEnd: "AES_MSG_EN0.Data_Out[13]$_SDFFE_PP0P_"
critical_path:
  critical-path-max-stage-delay_ns: 0.77
  worst_r2r_endpoint: "AES_MSG_EN3.Data_Out[8]$_SDFFE_PP0P_"
  crit_start: "ADDR[3]"
  startpoint_type: "primary input"
  critical_path_arrival_ns: 5.22
  critPathBufInv: 4
  ff2ff_path_depth: 2
  end_kind: "output pin"
  required_arrival_time_at_the_worst_endpoint_ns: 6.96
  crit_slowest_cell: "and2_1"
  series_of_cell_instances_along_the_critical_path: "buf_2 -> buf_4 -> and2_1 -> buf_4 -> o2bb2ai_1 -> o2bb2ai_1 -> o32a_1 -> clkdlybuf4s50_1"
  crit_fanout: 37
  setup.worst_path.class: "in -> out"
  timing.reg2reg.setup_slack_ns: 7.90
  beginning_of_the_worst_register_to_register_path: "AES_MSG_EN3.Data_Out[8]$_SDFFE_PP0P_"
  cp_top_family: "buffers and inverters"
routing:
  avgViaCountPerCell: 5.295
  routed_wire_length_per_instance_um: 20.42
  1st_iter_drt_viols: 1841
  drcViolationCount: 0
  wl_um: 77040
  final_antenna_net_count: 0
  via_count: 19978
  insertedDiodeCount: 0
  pre_repair_dr_iteration_count: 32
final_layout:
  final-seq-area_mm2: 0.01025
  area.combinational_mm2: 0.01047
  fin_cells: 3773
  post_route_cells_drive_above_1_share_pct: 6.610
  finish.utilization_pct: 34.25
  area_delta_synth_final_pct: 12.68
  num-fill-cells: 7634
  final_cell_area_mm2: 0.02508
sta:
  worst_tran_pin_value_ns: 0.9218
  timing.slew.headroom_pct: 38.38
  finalSetupTns_ns: 0
  final.setup_skew_ns: 0
  setup_slack_after_layout_ns: 1.744
  finalCriticalPeriod_ns: 6.956
  hold-worst-slack_ns: 0.4486
  finalMaxSlewViolations: 0
  report.final.hold_viol_count: 0
  rsz0062_at_grt: "false"
  final_min_period_over_clock_period_pct: 79.95
  setup_viol: 0
  clock.fmax_mhz: 143.8
grt:
  antenna_violations_before_repair: 5
  first_global_vias: 18944
  pin_count_of_the_biggest_net_entering_global_routing: 145
  globalRoute.totalOverflow: 0
  global_route.usage.met2_pct: 33.43
  grt_pass1_wl_um: 117200
  grt_use_met3_pct: 4.218
  grt.met1_usage_pct: 29.14
  grt.total_usage_pct: 20.83
  globalRoute.busiestLayer: "met2"
power:
  power.total_mw: 4.914
  worst_ir_drop_vdd_mv: 0.1559
  cellLeakagePower_nw: 7.833
  cellPowerDensity_mw_per_mm2: 196.0
die:
  floorplanUtilization_pct: 30.40
  dieWidth_um: 274.4
  rows: 99
  die-area_mm2: 0.07527
  boundaryPins: 107
  placeableCoreArea_mm2: 0.07321
  chipHeight_um: 274.4
run:
  warnings: 28
  number_of_maximum_capacitance_violations: 0
worst register-to-register path, cell delays in order, from the launching register on:
cell and delay [ns]:
dfxtp_1 0.48, nand2_1 0.09, a21oi_1 0.15
per-layer routing:
| metal | up-vias | wire [um] |
|---|---|---|
| li1 | 9544 | - |
| met1 | 9636 | 33260 |
| met2 | 657 | 36260 |
| met3 | 133 | 5278 |
| met4 | 8 | 2205 |
| met5 | - | 38 |
cells by family (layout without fill, tap and decap cells):
logic type / count (synthesis) / in the layout
compound gates: 818 / 818
simple gates: 1152 / 1152
buf+inv: 341 / 258
other cells: 1 / 3
mux: 71 / 71
flops: 512 / 512
cell usage in the layout, fill, tap and decap left out, drive strengths merged, types with 2 or more instances in the layout:
| master | count |
|---|---|
| nor2 | 23 |
| and2 | 2 |
| o32a | 27 |
| nand4 | 2 |
| and3 | 8 |
| or3b | 2 |
| a22oi | 86 |
| o2bb2ai | 56 |
| a22o | 31 |
| clkdlybuf4s50 | 97 |
| o22ai | 54 |
| mux2i | 62 |
| mux4 | 2 |
| clkbuf | 80 |
| nand3b | 9 |
| a21oi | 516 |
| dfxtp | 512 |
| nand2b | 4 |
| a31oi | 4 |
| a32o | 2 |
| or2 | 3 |
| conb | 3 |
| a32oi | 2 |
| nor2b | 37 |
| nand3 | 17 |
| a2bb2oi | 2 |
| clkinv | 5 |
| o2111ai | 2 |
| buf | 74 |
| nor4bb | 2 |
| mux2 | 7 |
| nand2 | 1039 |
| a221o | 25 |
how the worst max path moves through the flow:
stage	cells after the start	slack, ns	to
6_report	8	1.74	OUTPUT[9]
5_1_grt	8	1.66	OUTPUT[9]
4_1_cts	8	1.80	OUTPUT[9]
report_power, final:
part | switching [mW] | internal [mW] | total, mW | leakage (nW)
registers | 0.0152 | 2.37 | 2.39 | 4.13
logic | 0.249 | 0.0958 | 0.345 | 2.90
clock network | 0.934 | 1.25 | 2.18 | 0.797
layout make-up:
class / instances / share of cell area, %
clock buffer: 80 / 6.212
tap: 959 / 4.785
inverter: 1 / 0.01497
timing repair buffer: 171 / 6.137
multi-input combinational: 2044 / 41.74
clock inverter: 6 / 0.2345
sequential: 512 / 40.88
Power and IR drop assume default switching activity.
