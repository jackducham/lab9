`/design/flow/constraint.sdc`:
```
current_design hexdriver

set clk_period 1.5
set clk_io_pct 0.2

create_clock -name clk0 -period $clk_period

set non_clock_inputs [all_inputs -no_clocks]
set_input_delay [expr $clk_period * $clk_io_pct] -clock clk0 $non_clock_inputs
set_output_delay [expr $clk_period * $clk_io_pct] -clock clk0 [all_outputs]
```
`/design/flow/run.sh`:
```
#!/bin/bash
# OpenROAD 26Q1-2900-gdf79404cd8, Yosys 0.63+post, stock flow scripts
make -C /OpenROAD-flow-scripts/flow DESIGN_CONFIG=/design/flow/config.mk WORK_HOME=/design/flow/orfs finish
```
`/design/flow/design.v`:
```
module hexdriver (
	input  logic [3:0] In,
	output logic [6:0] Out
);
always_comb begin
	unique case (In)
		4'b0000   : Out = 7'b1000000;  
		4'b0001   : Out = 7'b1111001;  
		4'b0010   : Out = 7'b0100100;  
		4'b0011   : Out = 7'b0110000;  
		4'b0100   : Out = 7'b0011001;  
		4'b0101   : Out = 7'b0010010;  
		4'b0110   : Out = 7'b0000010;  
		4'b0111   : Out = 7'b1111000;  
		4'b1000   : Out = 7'b0000000;  
		4'b1001   : Out = 7'b0010000;  
		4'b1010   : Out = 7'b0001000;  
		4'b1011   : Out = 7'b0000011;  
		4'b1100   : Out = 7'b1000110;  
		4'b1101   : Out = 7'b0100001;  
		4'b1110   : Out = 7'b0000110;  
		4'b1111   : Out = 7'b0001110;  
		default   : Out = 7'bX;
	endcase
end
endmodule
```
`/design/flow/config.mk`:
```
export PLATFORM = sky130hd
export DESIGN_NAME = hexdriver
export DESIGN_NICKNAME = hexdriver
export VERILOG_FILES = /design/flow/design.v
export SDC_FILE = /design/flow/constraint.sdc
export NUM_CORES = 4
export LEC_CHECK = 1
export CORE_AREA = 10 10 70 70
export DIE_AREA = 0 0 80 80
export SYNTH_HDL_FRONTEND = slang
```
==> results.py <==
# Physical implementation metrics
metrics = {
    "global_routing": {
        "overflow": 0,
        "antenna_found_initial": 0,
        "grt_pass1_wl_mm": 1.55,
        "track_usage_pct": 2.80,
        "grt_max_degree": 7,
        "grt_pass1_vias": 328,
    },
    "run_status": {
        "status": "complete, but fails checks",
        "violations": "setup timing",
    },
    "critical_path": {
        "critPathArrivalTime_ns": 1.34,
        "path_buffers": 3,
        "worst-path-max-fanout": 4,
        "critical-path-max-stage-delay_ns": 0.35,
        "cpLargestDelayFamily": "simple AND/OR/NAND/NOR gates",
        "startpoint_type": "input pin",
        "endpoint_kind": "primary output",
        "path_cells": "buf_8 > inv_8 > ha_4 > and2b_2 > or3b_1 > o21ai_1 > buf_2",
        "crit_type": "input pin to primary output",
        "cp_slowest_cell": "or3b_1",
        "required_ns": 1.20,
    },
    "sta": {
        "final_max_slew_viol_count": 0,
        "rsz0062_at_grt": "yes",
        "maxSlewHeadroom_pct": 88.1,
        "holdWs_ns": 1.11,
        "timing.final.ws_setup_ns": -0.145,
        "timing.fmax_mhz": 608,
        "fin_tns_setup_ns": -0.350,
        "finalSetupViolCount": 4,
        "min_period_ns": 1.64,
        "final_hold_viol_count": 0,
        "tightest_slew_ns": 0.173,
        "min_period_over_period_pct": 110,
    },
    "hold_path": {
        "min_path_cells": 5,
        "hold_start": "In[1]",
        "hp-class": "input pin to primary output",
        "whs_endpoint": "Out[6]",
    },
    "final_layout": {
        "n_clock_buffer": 0,
        "drive_gt1_share_pct": 64.8,
        "regArea_um2": 0,
        "seq_cell_count": 0,
        "final_util_pct": 17.6,
        "syn2layout_area_growth_pct": 119,
    },
    "floorplanning": {
        "dieArea_um2": 6400,
        "core-area_um2": 3420,
        "row_count": 21,
        "initial_utilization_pct": 8.06,
        "ios": 11,
        "chipWidth_um": 80,
        "die_y_um": 80,
    },
    "placed_design": {
        "numPortBuffers": 11,
        "hpwlAfterDp_um": 619,
        "gp_congestion": 0.716,
    },
    "detailed_routing": {
        "antenna-diode-count": 0,
        "wl_per_cell_um": 9.15,
        "drc": 0,
        "via_per_inst": 3.00,
        "ant_nets": 0,
        "totalWireLength_um": 915,
        "drtIter0Drc": 3,
        "vias": 300,
        "drt_pass1_iterations": 2,
    },
    "synth": {
        "yosys-stat-area_um2": 275,
        "yosysSeqAreaShare_pct": 0,
        "ys_warn_count": 0,
        "top_area_cell": "ha_1",
        "synth_area_um2": 275,
        "syn_inst": 32,
        "ys_cells": 32,
        "syn_area_per_cell_um2": 8.60,
        "yosysTopAreaCellShare_pct": 31.8,
        "top_cell": "ha_1",
        "ys_types": 15,
        "common_cells": "7 x ha_1, 5 x nor2_1, 4 x mux2i_1, 3 x inv_1",
        "topCellsByArea": "ha_1 32%, mux2i_1 15%, mux4_1 9.5%",
    },
    "pwr": {
        "fin_total_pwr_uw": 145,
        "pwr_density_cell_nw_per_um2": 240,
        "ir_worst_vdd_mv": 0.0334,
        "power.leakage_uw": 0.000265,
    },
    "flow_run": {
        "max-cap-violations": 0,
        "tool_warnings": 40,
    },
}
-- report_power, final --
| part | leakage, µW | internal, µW | switching, µW |
|---|---|---|---|
| sequential | 0 | 0 | 0 |
| clock | 0 | 0 | 0 |
| combinational | 0.000265 | 86.1 | 58.6 |
| total | 0.000265 | 86.1 | 58.6 |
-- cell type report --
class	count	area, µm²
Fill cell	373	2810
Inverter	3	23.8
Multi-Input combinational cell	27	309
Tap cell	46	57.6
Timing Repair Buffer	24	211
-- cell families after synthesis --
group / share of synthesized area (%)
AND-OR/OR-AND: 15.5
adder cells (fa/ha/maj): 31.8
buffers and inverters: 10.0
multiplexers: 28.2
AND/OR/NAND/NOR: 14.5
-- how the worst max path moves through the flow --
stage         startpoint      to  slack, ns  cells past startpoint
CTS                In[1]  Out[0]      -0.15                      7
finish             In[1]  Out[0]      -0.14                      7
global route       In[1]  Out[0]      -0.21                      7
-- per-stage QoR --
step | cell area (µm²) | worst slack, ns | std cells
6_report | 602 | -0.145 | 100
3_3_place_gp | 502 | -1.05 | 97
3_5_place_dp | 502 | -1.03 | 97
2_1_floorplan | 275 | 0.0201 | 32
4_1_cts | 593 | -0.148 | 100
5_1_grt | 602 | -0.214 | 100
-- layout by cell type (no fill, tap or decap) --
master / count
a21oi_1: 1
a22o_1: 2
a32o_1: 1
and2b_2: 1
buf_12: 1
buf_2: 5
buf_4: 7
buf_6: 5
buf_8: 1
clkbuf_2: 1
clkdlybuf4s15_2: 1
dlygate4sd2_1: 3
ha_1: 1
ha_2: 2
ha_4: 4
inv_2: 1
inv_6: 1
inv_8: 1
mux2_2: 1
mux2i_1: 4
mux4_2: 1
nand2_1: 1
nor2_1: 3
nor2_2: 1
nor2_4: 1
o21ai_1: 2
or3b_1: 1
-- worst min-delay path, cell delays in order --
cell    delay (ns)
buf_8         0.11
inv_8         0.06
buf_4         0.11
a22o_1        0.13
buf_2         0.09
-- layer usage --
metal | GRT usage, % | vias up | part of all wire [%]
met3 | 0.568 | 0 | 7.0
met4 | 0 | 0 | 0
li1 | - | 159 | -
met2 | 5.38 | 6 | 49
met1 | 3.24 | 135 | 44
met5 | 0 | - | 0
-- repair_timing --
item                       CTS  global route
gates resized               56             8
pin swaps                    5             1
setup endpoints to repair    7             6
gates cloned                 1             0
hold buffers                 0             0
setup buffers                2             0
Power figures rest on the tool's default switching activity, not on a simulated workload.
